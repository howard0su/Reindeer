--- constraint.sdc ---
current_design dual_port_ram_lattice

set clk_period 1.1
set clk_io_pct 0.2

create_clock -name clk0 -period $clk_period [get_ports {rclk}]
create_clock -name clk1 -period $clk_period [get_ports {wclk}]

set non_clock_inputs [all_inputs -no_clocks]
set_input_delay [expr $clk_period * $clk_io_pct] -clock clk0 $non_clock_inputs
set_output_delay [expr $clk_period * $clk_io_pct] -clock clk0 [all_outputs]
--- design.v ---
`default_nettype none
module dual_port_ram_lattice #(parameter ADDR_WIDTH = 32, DATA_WIDTH = 32) (
          input wire [ADDR_WIDTH - 1 : 0]       waddr, 
          input wire [ADDR_WIDTH - 1 : 0]       raddr,
          input wire [DATA_WIDTH - 1 : 0]       din,
          input wire                            write_en, 
          input wire                            wclk, 
          input wire                            rclk,
          output reg [DATA_WIDTH - 1 : 0]       dout
);
    reg [DATA_WIDTH - 1 : 0] mem [(1<<ADDR_WIDTH)-1:0];
    always @(posedge wclk)  begin 
        if (write_en) begin
            mem[waddr] <= din;  
        end
    end
    always @(posedge rclk) begin  
        dout <= mem[raddr];  
    end
endmodule
`default_nettype wire
--- config.mk ---
export PLATFORM = sky130hd
export DESIGN_NAME = dual_port_ram_lattice
export DESIGN_NICKNAME = dual_port_ram_lattice
export VERILOG_FILES = /design/flow/design.v
export SDC_FILE = /design/flow/constraint.sdc
export NUM_CORES = 4
export LEC_CHECK = 1
export CORE_UTILIZATION = 30
--- run.sh ---
#!/bin/bash
# OpenROAD 26Q1-2900-gdf79404cd8, Yosys 0.63+post, stock flow scripts
make -C /OpenROAD-flow-scripts/flow DESIGN_CONFIG=/design/flow/config.mk WORK_HOME=/design/flow/orfs finish
==> run summary <==
fresh numbers from the pnr run: initial core utilization=31.4%, die area=0.0107 mm2, Sw Pwr=0.00149 W, leading area contributor after synthesis=edfxtp_1, biggest cell delay along the critical path=550 ps, Mapped Cells=156, Synth top area share=62.1%, CP Class=in2reg, WP buf/inv=2, Peak supply drop=0.000647 V, die width=104 um, global-route wire length before repair=9.72 mm, YS chip area=0.00309 mm2, P per Cell Area=1530 mW/mm2, Top Layout Cells=edfxtp_1, dlygate4sd2_1, clkdlybuf4s50_1, final setup violation count=64, share of cells above drive strength 1=41.8%, Non-Filler Instances=430, vias in the first global route=1936, count of cell types in the netlist=16, Setup WS post-layout=-302 ps, Die Y=104 um, Synth flops=96, Placer Congestion=0.740, DR vias/cell=4.24, DR vias=1823, unrepaired setup endpoints after global routing=yes, Antenna Nets Post-Route=0, CP arrival=1450 ps, Internal=0.00602 W, failing checks=negative setup slack, initial antenna violation count=0, min-delay worst type=in2reg, residual overflow from global routing=0, DR WL/cell=13.8 um, Seq share, synth=82.8%, synth top area cells=edfxtp_1, dfxtp_1, mux2_2, nand4_1, nor4_1, CTS tree=yes, Reg area=0.00257 mm2, final wirelength=5.94 mm, Syn Std Cell Area=0.00309 mm2, Hold Crit Endpoint=dout[3], clock share of power=42.3%, max-capacitance violation count=0, number of core rows=36, RR Startpoint=mem[-1][10], CTS sink count=96, Fin. Hold Viols=0, total track usage=12.6%, register share of total power=51.6%, # port buffers=98, Synth Area per Inst=19.8 um2, largest net degree at the start of global routing=19, area delta synth->final=58.3%, Syn. warnings=1, hold depth=3, CP max-delay cell=or4_4, status=finished, violations left, Remaining DRCs=0, grt peak-use layer=met2, normalized max-slew margin=82.1%, worst-path cell chain=buf_8 -> nand4_1 -> or4_4 -> nor3_4 -> buf_6, clock-pin slew of the registers on the worst-case setup and hold paths=70 ps, Critical Path RT=1150 ps, yosys stat cell total=156, GR Util met1=18.1%, hold_buf cts=0, Sw Share=19.8%, Placed Cells=400, met2 Resource Use GR=18.6%, Final Max Slew Viols=0, startpoint types=input pin, fill count=848, dpl ws=-1050 ps, reg-to-reg setup timing slack=280 ps, combinational power share=6.1%, hold path start=raddr[0], Logic area=614 um2, Slew @ Worst Pin=268 ps, First-pass DRT Iterations=3, core area=0.00986 mm2, ANT cells=0, delay-heaviest family, CP=simple AND/OR/NAND/NOR gates, CP Capture Type=flop, Reg2Reg Depth=1, tool warnings=60, crit path max fanout=9, r2r endpoint=dout[10], Static Leak=1.82 nW, # IOs=131, GR Util met3=5.64%, DR iter-0 viols=30, Commonest Layout Cell=edfxtp_1, fin util=49.6%
cell usage after synthesis:
master	n
nor4_1	6
buf_2	3
or3_1	1
nor3_1	1
nand2_1	1
or4_1	2
edfxtp_1	64
mux2_2	30
nand3_1	1
nor4b_1	1
nand4_1	9
clkbuf_1	1
mux2_1	2
dfxtp_1	32
nor2_1	1
nor3_2	1
worst min-delay path, stage by stage:
cell	delay (ps)
buf_2	140
buf_12	160
mux2_1	130
state kept, by name, indices dropped and copies added, names as in the netlist:
signal,cells
dout,32
mem,32
mem[-1],32
power groups by stage:
stage     Combinational (W)  Clock, W  Sequential [W]
4_1_cts            0.000433   0.00331         0.00388
5_1_grt            0.000490   0.00349         0.00388
6_report           0.000455   0.00318         0.00388
metrics by stage:
stage / setup TNS (ps) / area, um2 / power (W) / hold WS (ps)
floorplan: -57220 / 3160 / 0.00403 / 319
global placement: -63640 / 4490 / 0.00442 / 433
detailed placement: -63910 / 4490 / 0.00442 / 435
CTS: -18280 / 4930 / 0.00762 / 391
global route: -19280 / 4890 / 0.00786 / 416
finish: -16850 / 4890 / 0.00751 / 397
layout make-up:
class / count / share of cell area, %
Sequential cell: 96 / 52.6
Clock buffer: 16 / 4.50
Clock inverter: 7 / 1.92
Timing Repair Buffer: 122 / 25.1
Multi-Input combinational cell: 56 / 12.6
Tap cell: 133 / 3.40
cells by family (layout without fill, tap and decap cells):
kind of cell	after synthesis	count (layout)	synth area share (%)
flops	96	96	82.8
mux	32	32	11.7
simple gates	24	24	4.89
buf+inv	4	145	0.607
what timing repair did:
item	4_1_cts	5_1_grt
endpoints found under the setup margin	96	65
gates resized	179	23
pin swaps	16	9
setup buffers	7	2
cloned	4	0
worst max path at each step:
stage / slack, ps / depth (start not counted) / endpoint / start
5_1_grt: -340 / 5 / mem[-1][8] / waddr[4]
4_1_cts: -330 / 8 / mem[0][12] / waddr[22]
6_report: -300 / 5 / mem[-1][8] / waddr[7]
routing by layer:
layer / up-vias / share of wire [%]
li1: 881 / -
met4: 0 / 2.6
met3: 13 / 8.7
met2: 81 / 46
met5: - / 0
met1: 848 / 42
Power figures rest on the tool's default switching activity, not on a simulated workload.
